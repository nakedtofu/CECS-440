`./constraint.sdc`:
```
current_design DIV_32_2

set clk_period 331.3
set clk_io_pct 0.2

create_clock -name clk0 -period $clk_period

set non_clock_inputs [all_inputs -no_clocks]
set_input_delay [expr $clk_period * $clk_io_pct] -clock clk0 $non_clock_inputs
set_output_delay [expr $clk_period * $clk_io_pct] -clock clk0 [all_outputs]
```
`./design.v`:
```
`timescale 1ns / 1ps
module DIV_32_2( A, B, Vt, Y );
   input wire [31:0] A, B;                         
	output reg Vt;                                  
	output reg [63:0] Y;                            
	reg [31:0] At, Bt, Q, R;                        
	reg R_sign;
	always @ (*)
	begin
		Q  = 32'b0;                                  
		R  = 32'b0;
		Vt = 1'b0;
		R_sign = 1'b0;
	   At = A;                                      
		Bt = B;
	   if( A[31] )                                  
		begin
		   At = ~A + 32'h1;                          
			R_sign = 1'b1;
		end
		if( B[31] )                                  
		   Bt = ~B + 32'h1;                          
	   if( B == 32'h0 )                             
		begin
   		Y = 64'hFFFFFFFFFFFFFFFF;                 
			Vt = 1'b1;                                
		end
		else
		begin
	      Q = At / Bt;                              
		   R = At % Bt;                              
			if( R_sign )                              
			   R = ~R + 32'h1;                        
		   Y = {R, Q};                               
		   if( ( A[31] != B[31] ) && ( Bt <= At ) )
		      Y[31:0] = ~Y[31:0] + 32'h1;            
		end
	end
endmodule
```
`./run.sh`:
```
#!/bin/bash
# OpenROAD 26Q1-2900-gdf79404cd8, Yosys 0.63+post, stock flow scripts
make -C /OpenROAD-flow-scripts/flow DESIGN_CONFIG=/design/flow/config.mk WORK_HOME=/design/flow/orfs finish
```
`./config.mk`:
```
export PLATFORM = sky130hd
export DESIGN_NAME = DIV_32_2
export DESIGN_NICKNAME = DIV_32_2
export VERILOG_FILES = /design/flow/design.v
export SDC_FILE = /design/flow/constraint.sdc
export NUM_CORES = 4
export LEC_CHECK = 1
export CORE_UTILIZATION = 30
```
==> Changelog: implementation <==
### Physical design

- Setup slack at placement: 101,310 ps
- I/O Buffers: 129
- VDD IR max: 0.00805 mV
- Post-layout util: roughly a third
- Hold crit path type: in2out
- Fillers: 13,446
- Cell count after synthesis: between 5,000 and 6,000
- Post-synthesis sequential area ratio: 0%
- Normalized max-slew margin: -6.36%
- Top cells by area: ha_1 19%, a21oi_1 7.3%, xnor2_1 6.7%
- Drc violations: 0
- First-pass GRT wire length: 309,000 um
- Mapped Area: 37,500 um^2
- Post-synth top area share: approximately a fifth
- Vias per cell: around 6.4
- CP startpoint kind: input pin
- P_sw: 158 uW
- Max-cap check violation count: 1
- Crit end category: output port
- CP Class: in2out
- Routed wl met3: approximately 23,000 um
- Row count: 129
- Post-CTS Setup Bufs: 0
- Yosys warns: 1
- Max Used Layer: met5
- Drt initial violations: 5,464
- Log Warnings: 34
- Registers: 0
- Final worst path period need: 234,370 ps
- Area Overhead vs Synth: 11.4%
- Tcrit/Tclk final: 70.7%
- Top cells by count: 606 x nor2_1, 602 x nand2_1, 564 x ha_1, 547 x a21oi_1, 374 x o21ai_0
- Violated checks: max-capacitance violations, max-slew violations
- Leading area contributor after synthesis: ha_1
- Die area: 127,000 um^2
- Initial Util: 30.3%
- Sw frac: 61.4%
- Unique masters post-synth: roughly 110
- Met2 Wirelength: approximately 90,000 um
- Vias: 47,787
- CP peak stage delay: 1120 ps
- First-pass iteration count of the detailed router: 25
- Setup tns final: 0 ps
- FMAX: 4.27 MHz
- Run status: finished, violations left
- Placed instance count: 7,498
- Worst-path maximum fanout: 40
- # clk buffers: 0
- Placer Congestion: 1.13
- WL met1: 90,300 um
- Io pins: around 130
- GRT Residual Overflow: 0
- Register area: 0 um^2
- Die H: 356 um
- Post-Route WL: between 200,000 and 250,000 um
- Mean post-synth cell area: ~6.6 um^2
- Dpl hpwl: 178,000 um
- Fin area: 41,800 um^2
- Final WS setup: 96,930 ps
- Final number of hold-violating endpoints: 0
- ANT nets after route: 0
- Die W: approximately 360 um
- Leakage power: approximately 0.018 uW
- Placed cell area: between 40,000 and 50,000 um^2
- Worst path required time: 265,040 ps
- Initial antenna violation count: 16
- Largest net degree at the start of global routing: 56
- Setup Viol. Count Final: 0
- Average wire per standard cell: between 20 and 30 um
- Hold_buf cts: 0
- Final slew viol count: 5
- Share of layout cells above drive strength 1: under 10%
- Most common cell in the synthesized netlist: nor2_1
- Worst Path Arrival: 168,110 ps
- Overall Global Routing Usage: 33.5%
- RSZ-0062 raised after global routing: false
- Pin slew with the least headroom to its limit: 1590 ps
- Post-CTS Resized: 0
- CP dominant cell by count: ha_1
- Ys cells: 5,727
- Non-filler cells in the finished layout: between 7,000 and 8,000
- Pwr dens: 6.17 nW/um^2
- Via count of the first global-routing pass: 43,438
- Yosys Chip Area: approximately 38,000 um^2
- Power Internal: 99.5 uW
- Area of the core: 124,000 um^2
- Slowest cell on crit path: a31oi_1
[per-layer routing]
layer | up-vias | global-route usage [%]
met2 | 2827 | 49.7
met1 | 22430 | 45.5
met5 | - | 0
met4 | 16 | 17.3
met3 | 640 | 7.32
li1 | 21874 | -
[per-stage QoR]
step	power (uW)	hold slack, ps
final	258	133730
after global routing	274	133790
after CTS	250	133720
after detailed placement	249	133720
after global placement	251	133720
after floorplan	154	132700
[final timing paths]
| kind | depth (start not counted) | start | slack, ps | endpoint |
|---|---|---|---|---|
| max | 327 | B[12] | 96930 | Y[29] |
| min | 5 | A[31] | 133730 | Y[63] |
[placed cells by master, fill, tap and decap left out, types with 52 or more instances in the layout]
master | netlist | routed
a211oi_1 | 80 | 80
a21o_1 | 165 | 165
a21oi_1 | 547 | 543
a31oi_1 | 79 | 79
and2_1 | 52 | 52
and3_1 | 63 | 63
buf_4 | 0 | 199
clkdlybuf4s50_1 | 0 | 127
ha_1 | 564 | 564
inv_1 | 242 | 240
nand2_1 | 602 | 601
nand3_1 | 154 | 154
nand4_1 | 90 | 90
nor2_1 | 606 | 602
nor2b_1 | 54 | 54
nor3_1 | 200 | 197
o211ai_1 | 53 | 53
o21a_1 | 130 | 130
o21ai_0 | 374 | 372
o31ai_1 | 58 | 57
or2_2 | 64 | 64
or3_1 | 77 | 76
xnor2_1 | 288 | 287
xor2_1 | 179 | 175
[cells by family after synthesis]
| family | Yosys count | share of synthesized area [%] |
|---|---|---|
| muxes | 76 | 2.17 |
| buffers and inverters | 440 | 4.54 |
| AOI/OAI and AO/OA | 2006 | 35.6 |
| and+or+nand+nor | 2172 | 27.9 |
| adders and majority gates | 565 | 18.9 |
| xor gates and xnor gates | 468 | 10.9 |
[power groups by stage]
stage	combinational [uW]	sequential [uW]	clock, uW
5_1_grt	274	0	0.000000411
4_1_cts	250	0	0
[area by class of cell]
type                            count  area (um^2)  share of cell area (%)
Multi-Input combinational cell   5287        36000                    86.2
Timing Repair Buffer              329         2790                    6.67
Tap cell                         1637         2050                    4.90
Inverter                          245          920                    2.20
Antenna cell                       13         32.5                  0.0778
[critical path: cells and delay by family]
family	cells	cell delay [ps]
AND/OR/NAND/NOR	101	31570
AND-OR/OR-AND	165	52170
adder cells (fa/ha/maj)	31	9820
buffers and inverters	30	8000
Power figures rest on the tool's default switching activity, not on a simulated workload.
