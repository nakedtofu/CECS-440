===== flow/config.mk =====
export PLATFORM = sky130hd
export DESIGN_NAME = Instruction_Unit
export DESIGN_NICKNAME = Instruction_Unit
export VERILOG_FILES = /design/flow/design.v
export SDC_FILE = /design/flow/constraint.sdc
export NUM_CORES = 4
export LEC_CHECK = 1
export CORE_UTILIZATION = 40
export SYNTH_MEMORY_MAX_BITS = 65536

===== flow/constraint.sdc =====
current_design Instruction_Unit

set clk_period 7.3
set clk_io_pct 0.2

create_clock -name clk0 -period $clk_period [get_ports {clk}]

set non_clock_inputs [all_inputs -no_clocks]
set_input_delay [expr $clk_period * $clk_io_pct] -clock clk0 $non_clock_inputs
set_output_delay [expr $clk_period * $clk_io_pct] -clock clk0 [all_outputs]

===== flow/design.v =====
`timescale 1ns / 1ps
module InstructionMemory(clk, Address, D_In, im_cs, im_wr, im_rd, D_Out);
   input         clk, im_cs, im_wr, im_rd;
   input  [31:0] Address, D_In;
   output [31:0] D_Out;
   reg     [7:0] IMem [0:4095];   
   always @(posedge clk)   begin
      if(im_cs && im_wr)   begin
         IMem[Address]     <= D_In[31:24];
         IMem[Address + 1] <= D_In[23:16];
         IMem[Address + 2] <= D_In[15:8];
         IMem[Address + 3] <= D_In[7:0];
       end    
    end
   assign D_Out = (im_cs && im_rd) ? 
                  {  IMem[Address], IMem[Address + 1],
                     IMem[Address + 2], IMem[Address + 3]} :
                  32'hZZZZ_ZZZZ;           
endmodule
`timescale 1ns / 1ps
module Instruction_Unit(clk, reset, PC_in, pc_ld, pc_inc, PC_out,
                        im_cs, im_wr, im_rd,
                        ir_ld, IR_out, SE_16);
   input         clk, reset;
   input         pc_ld, pc_inc;
	input  [31:0] PC_in;
   output [31:0] PC_out;
   input         im_cs, im_wr, im_rd;
   output        ir_ld;
   output [31:0] IR_out, SE_16;
   reg    [31:0] PC, IR;    
   wire   [31:0] IMem_to_IR;
	function Sign_Extend16;
	   input [15:0] sign_ex, data;
		   Sign_Extend16 = { sign_ex, data };
	endfunction
   InstructionMemory    IM (
                            .clk(clk),
                            .Address(PC_out), 
                            .D_In(32'h0),
                            .im_cs(im_cs), 
                            .im_wr(),            
                            .im_rd(im_rd), 
                            .D_Out(IMem_to_IR)
                           );
   always @(posedge clk, posedge reset)
      if(reset)
         {PC, IR} <= 64'b0;
      else  
      begin
         case( {pc_ld, pc_inc} )
            2'b00:   PC <= PC;
            2'b01:   PC <= PC + 32'd4;
            2'b10:   PC <= PC_in;
            2'b11:   PC <= PC_in + 32'd4;  
         endcase
         if(ir_ld)   IR <= IMem_to_IR;
         else        IR <= IR;
      end
   assign PC_out = PC;
   assign IR_out = IR;
	assign SE_16  = Sign_Extend16( {16{IR[15]}}, IR[15:0] );
endmodule

===== flow/run.sh =====
#!/bin/bash
# OpenROAD 26Q1-2900-gdf79404cd8, Yosys 0.63+post, stock flow scripts
make -C /OpenROAD-flow-scripts/flow DESIGN_CONFIG=/design/flow/config.mk WORK_HOME=/design/flow/orfs finish

==> metrics.csv <==
stage;metric;value;unit
routing;Post-Route WL;6.72;mm
floorplan;Die Y-Extent;86.5;um
global_routing;first-pass GRT wire length;10.5;mm
final_timing;Final setup viols;0;
power_and_ir_drop;Lkg Pwr;1.38;nW
setup_path;Reg-to-Reg End;PC[24];
run;tool warning count;28;
power_and_ir_drop;Overall Power;0.514;mW
floorplan;Ports;136;
setup_path;Worst Reg-to-Reg Cells;8;
clock_network;clock sink total;32;
clock_network;CTS max path bufs;2;
final_timing;Max Slew Vio Count;0;
final_timing;final hold violations;0;
global_routing;GRT Util Overall;18.0;%
routing;drt pass-1 iters;4;
layout;Area Overhead vs Synth;19.3;%
logic_synthesis;sequential area share after synthesis;28.0;%
setup_path;Worst setup SP type;input port;
clock_network;Late-Pin Clk Latency;0.29;ns
setup_path;Setup crit end kind;flip-flop;
clock_network;Hold Buf Count CTS;0;
global_routing;number of global-route vias before repair;2105;
layout;Regs by FF count;PC: 32 flops;
floorplan;fp util;41.8;%
layout;Core Util, Final;49.9;%
clock_network;Worst-path clk slew;0.07;ns
outcome;status;finished, final reports clean;
routing;DR WL/cell;14.0;um
final_timing;final period utilization;54.3;%
final_timing;relative slew slack;49.7;%
routing;via total after detailed routing;2370;
logic_synthesis;YS warnings;5;
floorplan;Chip Area;0.00749;mm2
clock_network;CTS tree;yes;
logic_synthesis;# Cells Yosys;320;
routing;DRT antenna net count;0;
logic_synthesis;Avg Cell Area, Syn;8.93;um2
routing;# DRC;0;
min_path;hold crit path type;reg2reg;
setup_path;Critical Path Start;pc_ld;
placement;HPWL after DPL;4.80;mm
routing;diodes inserted;0;
final_timing;crit path time final;3.97;ns
logic_synthesis;Synth Register Bits;32;
global_routing;largest net degree at the start of global routing;61;
clock_network;post-cts sizing count;0;
layout;filler cell count in the final layout;681;
floorplan;area of the core;0.00683;mm2
logic_synthesis;yosys synthesis chip area;0.00286;mm2
clock_network;Clk Tree Root Cell;clkbuf_8;
placement;# port buffers;67;
final_timing;Final WS setup;3.33;ns
setup_path;CP Class;in2reg;
clock_network;TritonCTS Buffers;5;
placement;Setup WS pre-CTS;3.04;ns
final_timing;WHS;0.507;ns
layout;most used logic cell in the final layout;clkdlybuf4s50_1;
setup_path;CP arrival;4.14;ns
run;Max Cap Viol;0;
layout;share of cells above drive strength 1;7.81;%
power_and_ir_drop;Cell Pwr Density;151;mW/mm2
final_timing;RSZ-0062 raised after global routing;no;
routing;1st-iter DRT viols;141;
setup_path;worst r2r src;PC[3];
final_timing;Worst Max-Slew Pin Slew;0.755;ns
clock_network;Setup Buffers After CTS;0;
min_path;worst hold start;PC[1];
final_timing;Fmax;252;MHz
power_and_ir_drop;VDD IR max;0.0575;mV
routing;via-per-instance ratio;4.94;
final_timing;Setup Skew;0.00854;ns
setup_path;WP data required;7.48;ns
final_timing;Fin Setup TNS;0;ns
layout;most frequent cells in the layout;clkdlybuf4s50_1, conb_1, nand2_1;
logic_synthesis;Post-Synthesis Cells;320;
setup_path;CP Max Fanout;60;
layout;Largest register FFs;32;
logic_synthesis;Post-Syn Area;0.00286;mm2
setup_path;Setup crit end;PC[24];
logic_synthesis;distinct lib cells;51;
placement;GPL Wtd Cong;0.824;
floorplan;site row count;30;
clock_network;H-tree Lvls;2;
setup_path;FF-to-FF setup slack;5.24;ns
global_routing;initial antenna violation count;0;
global_routing;GR Overflow Total;0;
layout;Top reg by flops;PC;
floorplan;Die Wd;86.5;um
==> layout make-up <==
type                            instances  area (um2)  area share [%]
Multi-Input combinational cell        271        1710            50.1
Timing Repair Buffer                   70         688            20.2
Clock inverter                          1        5.00           0.147
Tap cell                               96         120            3.52
Inverter                                4        15.0           0.440
Sequential cell                        32         801            23.5
Clock buffer                            6        72.6            2.13
==> worst min path at each step <==
stage	end	slack (ns)	cells after the start
after CTS	PC[1]	0.52	1
after global routing	PC[0]	0.53	1
final	PC[1]	0.51	1
==> cells in the mapped netlist, drive strengths merged <==
library cell	count	area (um2)
nor3	6	30.0
a32oi	1	8.76
nor3b	2	15.0
nand3	16	95.1
a2111oi	2	23.8
nor2	5	18.8
nand4	24	150
a21oi	1	5.00
and4	1	8.76
nor4b	1	8.76
o32ai	2	36.3
o22ai	2	18.8
a21bo	2	20.0
o211ai	1	12.5
nand2b	2	12.5
mux2	4	45.0
nand2	40	153
a21boi	1	7.51
nor2b	2	12.5
clkbuf	1	3.75
xnor2	19	166
o21ai	14	77.6
nor4	4	31.3
conb	1	3.75
inv	4	15.0
ha	1	12.5
a31oi	2	12.5
dfrtp	32	801
and2	1	8.76
a221oi	2	23.8
a32o	1	10.0
buf	76	571
or4	1	7.51
xor2	9	78.8
and3	4	25.0
a311oi	1	8.76
o21a	1	7.51
nand4b	1	8.76
mux2i	30	304
==> metal layers <==
metal	GRT usage, %	vias to the layer above	share of wire (%)
met2	29.7	107	48
met4	1.82	0	1.1
met5	0	-	0
met3	2.22	6	7.0
li1	-	1136	-
met1	26.8	1121	44
==> cells by family (layout without fill, tap and decap cells) <==
| group | count (synthesis) | after routing | share of synthesized area, % |
|---|---|---|---|
| and+or+nand+nor | 110 | 110 | 20.5 |
| buffers and inverters | 81 | 81 | 20.6 |
| muxes | 34 | 34 | 12.2 |
| AOI/OAI and AO/OA | 33 | 33 | 9.54 |
| DFF | 32 | 32 | 28.0 |
| xor gates and xnor gates | 28 | 28 | 8.58 |
| adders and majority gates | 1 | 1 | 0.438 |
| other | 1 | 65 | 0.131 |
==> report_power, final <==
part	internal, mW	total, mW	switching, mW
Clock	0.0648	0.131	0.0665
Sequential	0.199	0.224	0.0252
Combinational	0.0916	0.159	0.0669
==> worst max-delay path, cell delays in order <==
cell and delay (ns):
buf_2 0.08, buf_4 0.59, and2_4 0.45, nand2_1 0.09, nand2_1 0.06, ha_1 0.17
inv_1 0.06, a221oi_2 0.23, nand3_2 0.24, or4_1 0.57, o21a_1 0.11
==> metrics by stage <==
stage,cell area [um2],std cells
finish,3410,480
floorplan,3100,384
detailed placement,3330,473
global placement,3330,473
global route,3410,480
CTS,3410,480
Power and IR drop assume default switching activity.
