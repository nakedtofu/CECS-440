<file path="flow/design.v">
`timescale 1ns / 1ps
module MPY_32_2( A, B, Y );
   input wire [31:0] A, B;  
	output reg [63:0] Y;     
	reg [31:0] At, Bt;       
	always @ (*)
	begin
	   Y = 64'h0;            
	   At = A;               
		Bt = B;
	   if( A[31] )           
		   At = ~A + 32'h1;   
		if( B[31] )           
		   Bt = ~B + 32'h1;   
	   Y = At * Bt;          
		if( A[31] != B[31] )  
		   Y = ~Y + 64'h1;    
	end
endmodule
</file>
<file path="flow/config.mk">
export PLATFORM = sky130hd
export DESIGN_NAME = MPY_32_2
export DESIGN_NICKNAME = MPY_32_2
export VERILOG_FILES = /design/flow/design.v
export SDC_FILE = /design/flow/constraint.sdc
export NUM_CORES = 4
export LEC_CHECK = 1
export CORE_UTILIZATION = 50
</file>
<file path="flow/run.sh">
#!/bin/bash
# OpenROAD 26Q1-2900-gdf79404cd8, Yosys 0.63+post, stock flow scripts
make -C /OpenROAD-flow-scripts/flow DESIGN_CONFIG=/design/flow/config.mk WORK_HOME=/design/flow/orfs finish
</file>
<file path="flow/constraint.sdc">
current_design MPY_32_2

set clk_period 55.1
set clk_io_pct 0.2

create_clock -name clk0 -period $clk_period

set non_clock_inputs [all_inputs -no_clocks]
set_input_delay [expr $clk_period * $clk_io_pct] -clock clk0 $non_clock_inputs
set_output_delay [expr $clk_period * $clk_io_pct] -clock clk0 [all_outputs]
</file>
==> out/qor.yml <==
synthToLayoutAreaGrowth_pct: 8.281
grt_pass1_wl_um: 188400
fin_util_pct: 55.08
chipArea_um2: 72810
netlist_area_um2: 35870
first_global_vias: 30850
routed_via_density: 5.627
dr.pass1.iters: 7
setup_ws_ns: 19.62
routed_wl_um: 122400
regArea_um2: 0
wl_per_cell_um: 23.09
row_count: 97
ys_types: 78
cts_hold_buf: 0
grt_max_degree: 37
critPathKind: "input pin to output pin"
tightestPinTransition_ns: 0.9855
chipHeight_um: 269.8
cts_resized: 0
design.portCount: 128
netlist_instances: 4309
vias: 29820
hold_viol_final: 0
hpwl_um: 101900
grt_antenna_before_repair: 3
min_path_type: "input pin to output pin"
fin_crit_ns: 35.48
core_area_um2: 70510
end_kind: "output pin"
die_w_um: 269.8
nClkBuffers: 0
drc: 0
synth.avg_cell_area_um2: 8.324
postSynthSeqShare_pct: 0
setup_viol: 0
holdWs_ns: 23.21
arrival_ns: 24.46
cp-start-kind: "input pin"
final.setup.tns_ns: 0
place.gp.congestion: 1.064
dp.cells: 5299
max_freq_ghz: 0.02819
pre_cts_ws_ns: 19.82
crit_required_ns: 44.08
crit_path_frequent_cell: "fa_1"
rsz0062_at_grt: "no"
period_used_pct: 64.39
globalRouteTotalUtil_pct: 37.35
antenna_left: 0
gr-total-overflow: 0
first_iter_violations: 1789
fp-utilization_pct: 50.87
cp_max_fo: 32
yosys-stat-area_um2: 35870
ys_warn_count: 1
cap_violations: 0
slew_headroom_pct: 33.90
max_stage_delay_ns: 0.66
postCtsSetupBuffers: 0
log.warning_count: 32
report.final.slew_viol_count: 0
drive_gt1_share_pct: 4.726
place.port_buffers: 128
critical_path.slowest_cell: "or4_1"
ys_cells: 4309
outcome: "complete, no violations"
layout.cells.non_filler: 5300
ff_count: 0
## final timing paths
| kind | startpoint | end | slack, ns | cells after the start |
|---|---|---|---|---|
| min | B[31] | Y[3] | 23.21 | 6 |
| max | B[0] | Y[62] | 19.62 | 37 |
## worst max-delay path, delay by kind of cell
family                   cells  cell delay [ns]
XOR/XNOR                     3             0.79
AND-OR/OR-AND                8             2.38
AND/OR/NAND/NOR              9             3.85
buffers and inverters        8             1.92
adder cells (fa/ha/maj)      9             4.50
## cells in the final DEF, fill, tap and decap left out, types with 6 or more instances in the layout
master and instances:
fa_1 896, inv_1 889, nor2_1 642, nand2_1 578, ha_1 266, buf_4 132
clkdlybuf4s50_1 127, xnor2_1 108, a21oi_1 101, o21ai_0 90, xor2_1 70, nor3_1 39
nand4_1 36, o31ai_1 25, nand3_1 24, xor2_2 21, xnor2_2 21, o21a_1 20
or4_1 19, and2_1 19, a31oi_1 18, o211ai_1 15, or3_1 14, nand2b_1 12
a21o_1 11, or2_2 10, nor4_1 10, and4_1 10, a211oi_1 9, o31a_1 8
o21ai_1 7, and3_1 7, o21bai_1 6
## synth_stat cells, types with 24 or more instances
| cell type | n | area (um2) |
|---|---|---|
| fa_1 | 896 | 17940 |
| inv_1 | 889 | 3337 |
| nor2_1 | 642 | 2410 |
| nand2_1 | 578 | 2170 |
| ha_1 | 266 | 3328 |
| clkbuf_1 | 204 | 765.7 |
| xnor2_1 | 129 | 1130 |
| a21oi_1 | 101 | 505.5 |
| o21ai_0 | 91 | 455.4 |
| xor2_1 | 90 | 788.3 |
| nor3_1 | 39 | 195.2 |
| nand4_1 | 36 | 225.2 |
| o31ai_1 | 25 | 187.7 |
| nand3_1 | 24 | 120.1 |
## final cells by class
type,count,area [um2]
repair buffers,260,2267
diodes,1,2.502
fillers,6673,31680
inverters,890,3341
well taps,940,1176
multi-input cells,3209,32050
## cells by family (layout without fill, tap and decap cells)
| group | after synthesis | count (layout) | share of synthesized area (%) |
|---|---|---|---|
| AND/OR/NAND/NOR | 1450 | 1450 | 16.92 |
| AND-OR/OR-AND | 372 | 372 | 6.726 |
| buffers and inverters | 1100 | 1150 | 11.53 |
| other | 0 | 1 | 0 |
| adder cells (fa/ha/maj) | 1162 | 1162 | 59.29 |
| multiplexers | 5 | 5 | 0.1395 |
| XOR/XNOR | 220 | 220 | 5.393 |
## per-stage QoR
stage | instance area, um2
global placement | 38840
detailed placement | 38840
finish | 38840
floorplan | 35870
global route | 38840
CTS | 38840
## per-layer routing
| layer | GRT usage (%) | routed length [um] |
|---|---|---|
| met4 | 13.07 | 5763 |
| met3 | 16.58 | 15050 |
| met2 | 54.99 | 56320 |
| met1 | 51.28 | 45000 |
| met5 | 2.303 | 230 |
